==> flow/design.v <==
module alu(
    input wire [31:0]   opA,
                        opB,
    input wire [3:0]    S,     
    input wire          M,     
                        Cin,
    output reg [31:0]  DO,     
    output reg          C,     
                        V,     
                        N,     
                        Z      
);
    wire [5:0] control = {S, Cin, M};
    parameter   SET_ZERO = 6'b000010,
                NOR      = 6'b000110,
                NOTAND   = 6'b001010,
                NOT_A    = 6'b001110,
                ANDNOT   = 6'b010010,
                NOT_B    = 6'b010110,
                XOR      = 6'b011010,
                NAND     = 6'b011110,
                AND      = 6'b100010,
                XNOR     = 6'b100110,
                PASS_B   = 6'b101010,
                NOTOR    = 6'b101110,
                PASS_A   = 6'b110010,
                ORNOT    = 6'b110110,
                OR       = 6'b111010,
                SET_ONE  = 6'b111110,
                ADD      = 6'b100101,
                SUB      = 6'b011011;
    always @(*) begin
        case(control)
            SET_ZERO: {C,DO} = {1'b0, {32{1'b0}}};
            NOR:      {C,DO} = {1'b0, ~opA & ~opB};
            NOTAND:   {C,DO} = {1'b0, ~opA & opB};
            NOT_A:    {C,DO} = {1'b0, ~opA};
            ANDNOT:   {C,DO} = {1'b0, opA & ~opB};
            NOT_B:    {C,DO} = {1'b0, ~opB};
            XOR:      {C,DO} = {1'b0, opA ^ opB};
            NAND:     {C,DO} = {1'b0, ~(opA & opB)};
            AND:      {C,DO} = {1'b0, opA & opB};
            XNOR:     {C,DO} = {1'b0, ~(opA ^ opB)};
            PASS_B:   {C,DO} = {1'b0, opB};
            NOTOR:    {C,DO} = {1'b0, ~opA | opB};
            PASS_A:   {C,DO} = {1'b0, opA};
            ORNOT:    {C,DO} = {1'b0, opA | ~opB};
            OR:       {C,DO} = {1'b0, opA | opB};
            SET_ONE:  {C,DO} = {1'b0, {32{1'b1}}};
            ADD:      {C,DO} = opA + opB + Cin;
            SUB:      {C,DO} = opA - opB - Cin;
            default:  {C,DO} = {1'b0, {32{1'b0}}};
        endcase
    end
    always @(*) begin
        N = DO[31];
        Z = (DO == {32{1'b0}}) ? 1'b1 : 1'b0;
        V = {opA[31], opB[31], DO[31], M} == 4'b0010 || 
            {opA[31], opB[31], DO[31], M} == 4'b1100 ? 1'b1 : 1'b0;
    end
endmodule
==> flow/run.sh <==
#!/bin/bash
# OpenROAD 26Q1-2900-gdf79404cd8, Yosys 0.63+post, stock flow scripts
make -C /OpenROAD-flow-scripts/flow DESIGN_CONFIG=/design/flow/config.mk WORK_HOME=/design/flow/orfs finish
==> flow/config.mk <==
export PLATFORM = sky130hd
export DESIGN_NAME = alu
export DESIGN_NICKNAME = alu
export VERILOG_FILES = /design/flow/design.v
export SDC_FILE = /design/flow/constraint.sdc
export NUM_CORES = 4
export LEC_CHECK = 1
export CORE_UTILIZATION = 30
==> flow/constraint.sdc <==
current_design alu

set clk_period 15.3
set clk_io_pct 0.2

create_clock -name clk0 -period $clk_period

set non_clock_inputs [all_inputs -no_clocks]
set_input_delay [expr $clk_period * $clk_io_pct] -clock clk0 $non_clock_inputs
set_output_delay [expr $clk_period * $clk_io_pct] -clock clk0 [all_outputs]
==> run summary <==
run metrics: type of the worst min-delay path=input pin to output port, Comb power frac=100.0%, Setup TNS=0 ns, most frequent cells in the layout=136 x inv_1, 131 x a21oi_1, 130 x ha_1, cell total in the yosys stat output=1293, Post-synth mux share=1.817%, post-synth cell types=approximately 87, CP Launch Type=input pin, sum of routed wire length over all layers=approximately 39000 um, static leakage=4.030 nW, sw power=around 0.22 mW, count of antenna diodes in the layout=0, initial antenna violation count=0, total congestion overflow after global routing=0, Core Density at Floorplan=30.91%, fin crit period=between 10 and 15 ns, global placement routability congestion=1.055, core area=27180 um^2, yosys synthesis chip area=8399 um^2, layout cell share with drive strength beyond 1=4.684%, buffers inserted during post-CTS setup optimization=0, crit-path cells=clkdlybuf4s50_1, inv_1, fa_1, fa_1, nor3b_1, o21a_1, a21oi_1, a31oi_1, o21ai_0, a22oi_1, o311ai_0, nand4b_1, nor4_2, nand4b_1, nor4b_2, clkdlybuf4s50_1, Core Util, Final=35.88%, register share after synthesis=0%, post-DP HPWL=30530 um, via count of the first global-routing pass=9437, post-route antenna net violation count=0, simple logic cell fraction of the synthesized area=23.77%, CP Data Required Time=12.24 ns, y dimension of the die=169.3 um, critical path type=input pin to output port, Synth Cell Area=~8400 um^2, maximum clock frequency=between 80 and 90 MHz, worst endpoint data arrival time=8.51 ns, Net Sw Frac=between 50 and 60%, Detailed Routing Iterations Pass 1=6, Post-CTS Hold Buffers=0, worst vdd rail ir drop=0.01582 mV, number of max-slew violations in the final report=0, post-cts sizing count=0, GRT Util Overall=27.42%, Synth Area per Inst=6.496 um^2, CP delay by family, top=AND-OR/OR-AND gates, critical path's slowest cell=clkdlybuf4s50_1, average wire per cell in the routed design=approximately 23 um, instance tally after logic synthesis=roughly 1.3k, final count of hold timing violations=0, Logic family by area=AND-OR/OR-AND gates, clock buffer instance count of the final layout=0, fill cell count=2964, most area-hungry cell type in the Yosys netlist=ha_1, fin crit share=75.60%, Buffers & Inverters on Critical Path=3, share of power burned in the clock network=0%, XORs/XNORs by Area=4.171%, transition time at the pin with the least slew margin=0.8741 ns, Die X=~170 um, pin count of the biggest net entering global routing=27, largest stage delay on the critical path=0.79 ns, synthesized-area fraction occupied by ao, oa, aoi and oai cells=slightly below 40%, Via density=between 6 and 7, worst-case headroom to the max-slew limit=40.22%, Pint=0.1500 mW, buffers added on ports=~110, OpenROAD warning count=100, top cells by area=ha_1 19%, a21oi_1 7.8%, inv_1 6.1%, o21ai_0 5.8%, nor2_1 5.6%, portion of synthesized cell area occupied by the leading cell type=around a fifth, count of maximum capacitance violations=0, number of warning messages in the yosys log=1, most instantiated logic cell after routing=inv_1, Setup-failing EPs final=0, Area growth syn-to-layout=16.10%, DRC violation count after routing=0, area fraction in full adders, half adders and majority gates=20.32%, top-level I/O count=106, global-route wire length before repair=59020 um, die area=28670 um^2, Sequential Area=0 um^2, ratio of total power to cell area=37.95 nW/um^2, Detailed Route Iter0 Violations=1024, maximum net fanout on the critical path=12, DR vias=10.39k, sequential cell count of the final layout=0, PnR Total Power=0.3701 mW, Crit. End Element=output port, sequential cell fraction of total power=0%, std cell rows=around 60, result of the run=complete, no violations, unrepaired setup endpoints after global routing=no
[kinds of logic (layout without fill, tap and decap cells)]
family / Yosys count / after routing
AOI/OAI and AO/OA: 493 / 493
and+or+nand+nor: 395 / 395
buffers and inverters: 216 / 268
adders and majority gates: 134 / 134
xor gates and xnor gates: 40 / 40
muxes: 15 / 15
[power by group through the flow]
stage,registers (mW),clock network [mW],logic (mW)
CTS,0,0,0.363
global route,0,0,0.404
finish,0,0,0.370
[metrics by stage]
stage | instance area (um^2) | cells | worst slack, ns | hold slack [ns]
global route | 9752 | 1717 | 3.391 | 7.457
detailed placement | 9752 | 1717 | 3.846 | 7.374
floorplan | 8399 | 1293 | 6.160 | 6.219
CTS | 9752 | 1717 | 3.806 | 7.388
finish | 9752 | 1717 | 3.734 | 7.396
global placement | 9752 | 1717 | 3.900 | 7.370
[Yosys cell counts (7+ instances only)]
library cell,n
inv_1,136
nor4_1,18
a21oi_1,131
nand3_1,18
a22oi_1,8
ha_1,130
o31ai_1,11
buf_2,14
xor2_1,7
o211ai_1,34
a211oi_1,44
nand2_1,98
a211o_1,8
clkbuf_1,50
buf_4,7
o21a_1,10
nor2b_1,16
nand2b_1,13
o2111ai_1,14
nand4_1,21
a2111oi_0,17
a31oi_1,7
mux2i_1,13
nor3_1,27
o21ai_0,97
nor2_1,126
a21o_1,15
a221oi_1,15
xnor2_1,33
o22ai_1,14
[routing by layer]
layer	vias up	global-route usage [%]	wire, um
li1	4905	-	-
met1	4925	40.73	18350
met2	494	41.60	16980
met3	66	3.705	3095
met4	0	6.737	1068
met5	-	0	0
[area by class of cell]
cell class                      count  area (um^2)  area share, %
Multi-Input combinational cell   1077         7520          77.11
Timing Repair Buffer              132         1256          12.88
Inverter                          136        510.5          5.235
Tap cell                          372        465.4          4.773
[final timing paths]
| path | cells after the start | slack [ns] | endpoint | startpoint |
|---|---|---|---|---|
| hold / removal | 4 | 7.40 | DO[4] | opA[4] |
| setup / recovery | 16 | 3.73 | Z | Cin |
[tightest hold or removal path: stages]
cell and delay [ns]:
clkdlybuf4s50_1 0.50, a21oi_1 0.16, a2111o_1 0.15, clkdlybuf4s50_1 0.46
Power is estimated from default activity; no workload was simulated.
