--- ./config.mk ---
export PLATFORM = sky130hd
export DESIGN_NAME = barrel_shifter
export DESIGN_NICKNAME = barrel_shifter
export VERILOG_FILES = /design/flow/design.v
export SDC_FILE = /design/flow/constraint.sdc
export NUM_CORES = 4
export LEC_CHECK = 1
export CORE_UTILIZATION = 30
--- ./design.v ---
module barrel_shifter (
    input  wire [31:0] data_in,
    input  wire [2:0]  shift_op,
    input  wire [4:0]  shift_cnt,
    output wire [31:0] data_out
);
    wire [31:0] lsr, lsl, ror, asr, asl;
    assign lsr = data_in >> shift_cnt;
    assign lsl = data_in << shift_cnt;
    assign ror = ((data_in >> shift_cnt) | (data_in << (6'd32 - shift_cnt)));
    assign asr = $signed(data_in) >>> shift_cnt;
    assign asl = lsl;
    assign data_out = (shift_op == 3'b000) ? data_in :
                      (shift_op == 3'b001) ? lsr     :
                      (shift_op == 3'b010) ? lsl     :
                      (shift_op == 3'b011) ? ror     :
                      (shift_op == 3'b100) ? asr     :
                      (shift_op == 3'b101) ? asl     :
                                             32'bx;
endmodule
--- ./run.sh ---
#!/bin/bash
# OpenROAD 26Q1-2900-gdf79404cd8, Yosys 0.63+post, stock flow scripts
make -C /OpenROAD-flow-scripts/flow DESIGN_CONFIG=/design/flow/config.mk WORK_HOME=/design/flow/orfs finish
--- ./constraint.sdc ---
current_design barrel_shifter

set clk_period 7.2
set clk_io_pct 0.2

create_clock -name clk0 -period $clk_period

set non_clock_inputs [all_inputs -no_clocks]
set_input_delay [expr $clk_period * $clk_io_pct] -clock clk0 $non_clock_inputs
set_output_delay [expr $clk_period * $clk_io_pct] -clock clk0 [all_outputs]
==> impl_metrics.json <==
{
  "outcome": "finished clean",
  "postPlaceCellArea_mm2": 0.00635,
  "syn2layout_area_growth_pct": 16.4,
  "warning_count": 32,
  "grt_pass1_wl_um": 45300,
  "ant_nets": 0,
  "drt_drc_violations_left": 0,
  "nFillCells": 1896,
  "ys_area_mm2": 0.00546,
  "grtUsageTotal_pct": 34.3,
  "fin_cells": 1020,
  "num_vias": 7170,
  "syn_area_per_cell_um2": 7.03,
  "final.clkbuf_count": 0,
  "rsz0062_at_grt": "false",
  "place_ws_ns": 0.695,
  "max-cap-violations": 0,
  "period_minus_slack_ns": 6.60,
  "ys_cells": 776,
  "ir_drop_v": 0.0000835,
  "worstPathMaxFanout": 32,
  "synthesis.instances": 776,
  "antennaDiodeCount": 0,
  "cts_setup_buffers": 0,
  "grt_max_degree": 55,
  "mostFrequentLayoutCells": "nand2_1, mux2i_1, nor2_1, clkdlybuf4s50_1, o21ai_0",
  "wl_per_cell_um": 30.1,
  "fin_ws_ns": 0.602,
  "ys_seq_share_pct": 0,
  "flop-count": 0,
  "firstDrtPassIters": 8,
  "cp.arrival_ns": 5.16,
  "worstMarginPinSlew_ns": 0.811,
  "report.final.slew_viol_count": 0,
  "floorplan.die.width_um": 137,
  "p_per_area_mw_per_mm2": 95.6,
  "die_h_um": 137,
  "num_rows": 48,
  "startpoint_type": "input port",
  "final_cell_area_mm2": 0.00635,
  "place.gp.congestion": 1.06,
  "final_util_pct": 36.2,
  "drive_gt1_share_pct": 15.3,
  "core_mm2": 0.0175,
  "hold_viol": 0,
  "hpwl_um": 23100,
  "crit_required_ns": 5.76,
  "static-leakage-power_nw": 2.35,
  "relSlewSlack_pct": 45.9,
  "post_cts_resized": 0,
  "fp_util_pct": 31.1,
  "path_class": "in2out",
  "drt_wl_total_um": 30700,
  "drtIter0Drc": 817,
  "setup_viol": 0,
  "max_freq_mhz": 152,
  "holdCritPathClass": "in2out",
  "dieArea_mm2": 0.0187,
  "grt.overflow.total": 0,
  "place.port_buffers": 72,
  "antenna_found_initial": 0,
  "lay_top_count": "nand2_1",
  "ioPinCount": 72,
  "comb_area_mm2": 0.00501,
  "period_used_pct": 91.6,
  "synth_warnings": 0,
  "netlist_area_mm2": 0.00546,
  "yosysUniqueCellTypes": 76,
  "fin_setup_tns_ns": 0,
  "grt_pass1_vias": 6637,
  "seq_area_um2": 0,
  "dp.cells": 1020,
  "holdBufCountCts": 0,
  "crit_path_end_kind": "output port",
  "viasPerCell": 7.03
}
## worst paths after layout
check / start / end / slack (ns) / cells past startpoint
min: shift_cnt[2] / data_out[31] / 4.05 / 6
max: shift_op[2] / data_out[31] / 0.60 / 10
## critical path: stages
cell             delay [ns]
clkdlybuf4s50_1        0.53
buf_4                  0.39
and4bb_2               0.32
xor2_2                 0.46
buf_4                  0.31
mux2i_1                0.30
mux2i_1                0.20
a221o_1                0.42
a31oi_1                0.26
clkdlybuf4s50_1        0.52
## through the flow
step           hold slack [ns]  power (W)
6_report                  4.05   0.000607
5_1_grt                   4.12   0.000637
4_1_cts                   4.02   0.000587
3_5_place_dp              4.01   0.000585
3_3_place_gp              4.03   0.000592
2_1_floorplan             2.97   0.000340
## logic make-up after synthesis
| kind of cell | synth area share (%) |
|---|---|
| XOR/XNOR | 0.459 |
| adder cells (fa/ha/maj) | 0.229 |
| buffers and inverters | 8.30 |
| multiplexers | 34.3 |
| AND/OR/NAND/NOR | 23.3 |
| AND-OR/OR-AND | 33.4 |
## synth_stat cells, drive strengths merged, types with 5 or more instances
master / number / area, um2
and2: 8 / 50.1
a2bb2oi: 5 / 43.8
nor2b: 5 / 31.3
nor4: 5 / 31.3
nor2: 69 / 259
a221oi: 7 / 61.3
o31a: 5 / 43.8
and3b: 5 / 43.8
nand2b: 12 / 75.1
o31ai: 6 / 45.0
a211o: 5 / 43.8
nand3: 23 / 115
mux2: 21 / 236
a22oi: 11 / 82.6
o21ai: 63 / 315
clkbuf: 56 / 211
a2111oi: 5 / 43.8
o21a: 5 / 37.5
o22ai: 16 / 100
mux4: 41 / 923
a31oi: 16 / 100
a22o: 6 / 52.6
o211ai: 10 / 75.1
nand2: 94 / 353
inv: 8 / 30.0
o221ai: 6 / 52.6
nor3: 11 / 55.1
and3: 6 / 37.5
buf: 39 / 211
a21oi: 47 / 235
a211oi: 14 / 105
mux2i: 71 / 711
or3: 8 / 50.1
## metal layers
metal / track usage [%] / vias to the layer above / wire [um]
li1: - / 3061 / -
met1: 48.3 / 3433 / 12200
met2: 49.9 / 582 / 13300
met3: 9.79 / 94 / 3760
met4: 12.9 / 0 / 1400
met5: 0 / - / 0
## where the power goes
part | internal, W | leakage (nW) | switching, W
Sequential | 0 | 0 | 0
Combinational | 0.000253 | 2.35 | 0.000354
Clock | 0 | 0 | 0
## final cells by class
class	instances	area share (%)
multi-input cells	673	78.9
repair buffers	114	16.2
well taps	225	4.44
inverters	8	0.473
No activity file was given, so power comes from the tool's default toggle rates.
