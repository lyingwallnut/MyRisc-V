File: design.v
module reg_file(
    input  wire        clk,
    input  wire        rstn,
    input  wire        write_en,
    input  wire [4:0]  write_addr,
    input  wire [31:0] write_data,
    input  wire        rd1_en,
    input  wire [4:0]  rd1_addr,
    input  wire        rd2_en,
    input  wire [4:0]  rd2_addr,
    output wire [31:0] rd1_data,
    output wire [31:0] rd2_data
);
    reg [31:0] registers [0:31];
    integer i;
    always @(posedge clk or negedge rstn) begin
        if (!rstn) begin
            for (i = 0; i < 32; i = i + 1) begin
                registers[i] <= 32'b0;
            end
        end else if (write_en && write_addr != 5'b00000) begin
            registers[write_addr] <= write_data;
        end
    end
    assign rd1_data = (rd1_en) ? registers[rd1_addr] : 32'b0;
    assign rd2_data = (rd2_en) ? registers[rd2_addr] : 32'b0;
endmodule
File: run.sh
#!/bin/bash
# OpenROAD 26Q1-2900-gdf79404cd8, Yosys 0.63+post, stock flow scripts
make -C /OpenROAD-flow-scripts/flow DESIGN_CONFIG=/design/flow/config.mk WORK_HOME=/design/flow/orfs finish
File: config.mk
export PLATFORM = sky130hd
export DESIGN_NAME = reg_file
export DESIGN_NICKNAME = reg_file
export VERILOG_FILES = /design/flow/design.v
export SDC_FILE = /design/flow/constraint.sdc
export NUM_CORES = 4
export LEC_CHECK = 1
export CORE_UTILIZATION = 40
File: constraint.sdc
current_design reg_file

set clk_period 9.3
set clk_io_pct 0.2

create_clock -name clk0 -period $clk_period [get_ports {clk}]

set non_clock_inputs [all_inputs -no_clocks]
set_input_delay [expr $clk_period * $clk_io_pct] -clock clk0 $non_clock_inputs
set_output_delay [expr $clk_period * $clk_io_pct] -clock clk0 [all_outputs]
==> impl_metrics.py <==
# Metrics from the implementation run
metrics = {
    "outcome": {
        "outcome": "complete, no violations",
    },
    "finish": {
        "mostFrequentLayoutCells": "1024 x dfrtp_1, 947 x mux2_2, 874 x a22oi_1",
        "design_area_um2": 58200,
        "drive_above_1_share_pct": 33.2,
        "num-fill-cells": 11300,
        "largestRegisters": "registers: 1024 flops",
        "lay_top_count": "dfrtp_1",
        "regArea_um2": 25600,
        "comb_area_um2": 23700,
        "largest_register_ffs": 1024,
        "regMostFlops": "registers",
        "area_growth_syn_to_layout_pct": 13.6,
    },
    "setup_path": {
        "required_ns": 7.44,
        "cp-end-kind": "output port",
        "start_kind": "input pin",
        "worstPathMaxFanout": 27,
        "crit_arrival_ns": 6.30,
        "critPathKind": "in2out",
    },
    "placement": {
        "dpl.hpwl_um": 157000,
        "port_buffers": 115,
        "gp_congestion": 1.03,
        "dp_slack_ns": 1.45,
        "placed_area_um2": 54300,
    },
    "pwr": {
        "powerDensity_nw_per_um2": 215,
        "ir_worst_vdd_mv": 0.156,
        "p_total_mw": 12.5,
        "leakagePower_nw": 25.3,
    },
    "yosys": {
        "ys.flops": 1024,
        "avgSynthCellArea_um2": 11.7,
        "synth-edff-count": 0,
        "ys_types": 68,
        "async_flop_share_pct": 100,
        "yosysCellCount": 4389,
        "ys.flop_type": "dfrtp_1",
        "ys.warnings.count": 2,
        "yosys_area_um2": 51200,
        "yosysSeqAreaShare_pct": 50.0,
        "syn_inst": 4389,
        "syn-cell-area_um2": 51200,
    },
    "grt": {
        "grt_pass1_vias": 43800,
        "antenna_found_initial": 13,
        "gr-total-overflow": 0,
        "grt_pass1_wl_um": 357000,
        "grtUsageTotal_pct": 41.2,
        "grt_max_degree": 122,
    },
    "final_timing": {
        "min_period_ns": 8.16,
        "hold_violations": 0,
        "setup_tns_ns": 0,
        "drv_slew": 0,
        "worst_slew_pin_slew_ns": 1.18,
        "slew_headroom_pct": 19.3,
        "final.period_utilization_pct": 87.7,
        "holdWs_ns": 0.391,
        "setup_viol": 0,
        "fin_worst_skew_ns": 0,
        "rsz0062_at_grt": "false",
        "fmax_ghz": 0.123,
        "timing.final.ws_setup_ns": 1.14,
    },
    "clock_tree": {
        "insertion_delay_ns": 0.72,
        "cts_sinks": 1024,
        "holdBufCountCts": 0,
        "cts_buffers": 114,
        "postCtsSetupBuffers": 0,
        "tritoncts": "built",
        "cts_resized": 0,
        "clock_path_buffers": 3,
        "h-tree-depth": 3,
        "root_buffer": "clkbuf_16",
        "clk_pin_slew_worst_paths_ns": 0.06,
    },
    "routing": {
        "antenna_left": 0,
        "drtIter0Drc": 5573,
        "viasPerCell": 7.17,
        "wl_per_cell_um": 42.2,
        "first_pass_iters": 7,
        "wirelength_um": 258000,
        "via_count": 43800,
        "drc_errors": 0,
    },
    "floorplanning": {
        "die_h_um": 360,
        "core-area_um2": 126000,
        "initCoreUtil_pct": 40.5,
        "die_w_um": 360,
        "die-area_um2": 129000,
        "row_count": 130,
        "boundaryPins": 116,
    },
    "min_path": {
        "worstHoldPathType": "reg2reg",
    },
    "job": {
        "log.warning_count": 36,
        "cap_violations": 0,
    },
}
-- per-stage QoR --
step,std cells,utilization [%]
2_1_floorplan,4389,-
3_3_place_gp,5893,43.0
3_5_place_dp,5893,43.0
4_1_cts,6103,46.0
5_1_grt,6103,46.0
6_report,6111,46.0
-- critical path, cell delays in order --
cell             delay (ns)
buf_2                  0.51
buf_4                  0.48
nand3b_1               0.51
nor2_4                 0.76
buf_4                  0.45
a22oi_1                0.12
nand2_1                0.12
nor3_1                 0.07
a31oi_1                0.73
clkdlybuf4s50_1        0.62
-- synth_stat cells, types with 24 or more instances --
| master | count | area share, % |
|---|---|---|
| nand3_1 | 57 | 0.56 |
| a22oi_1 | 874 | 13 |
| nor4_1 | 33 | 0.40 |
| dfrtp_1 | 1024 | 50 |
| buf_1 | 24 | 0.18 |
| mux2_1 | 49 | 1.1 |
| mux2_2 | 947 | 21 |
| clkbuf_1 | 200 | 1.5 |
| a21oi_1 | 86 | 0.84 |
| buf_2 | 219 | 2.1 |
| buf_4 | 29 | 0.43 |
| nor3_1 | 73 | 0.71 |
| nand2_1 | 255 | 1.9 |
| o21ai_0 | 85 | 0.83 |
| nor2_1 | 86 | 0.63 |
| nand4_1 | 115 | 1.4 |
-- cells by family (layout without fill, tap and decap cells) --
kind of cell,count (synthesis),after routing,synth area share [%]
compound gates,1135,1135,16.0
buf+inv,491,555,4.56
flops,1024,1024,50.0
mux,1007,1007,22.1
other cells,0,8,0
simple gates,732,732,7.30
-- final cells by class --
cell class / count / area share (%)
diodes: 8 / 0.0344
clock inverters: 53 / 1.06
inverters: 3 / 0.0193
clock buffers: 157 / 5.61
well taps: 1650 / 3.55
flip-flops and latches: 1024 / 44.0
multi-input cells: 2874 / 40.7
repair buffers: 342 / 4.96
-- path summary, 6_finish.rpt --
| kind | slack [ns] | depth (start not counted) | endpoint | start |
|---|---|---|---|---|
| worst min-delay path | 0.39 | 0 | registers[0][13] | registers[0][13] |
| worst max-delay path | 1.14 | 10 | rd1_data[31] | rd1_addr[3] |
| worst max register to register | 8.35 | 1 | registers[20][27] | registers[20][27] |
| min in group asynchronous | 1.10 | 1 | registers[29][29] | rstn |
| max in group asynchronous | 5.75 | 4 | registers[0][20] | rstn |
| worst min register to register | 0.39 | 0 | registers[0][13] | registers[0][13] |
-- metal layers --
layer | vias up | part of all wire [%] | global-route usage (%)
met3 | 1144 | 17 | 25.5
met4 | 16 | 6.8 | 20.1
met1 | 22100 | 36 | 53.8
li1 | 16700 | - | -
met2 | 3862 | 40 | 53.9
met5 | - | 0.095 | 0.925
-- report_power, final --
part / switching (mW) / total [mW] / internal (mW)
combinational: 0.764 / 1.61 / 0.842
clock: 1.96 / 4.72 / 2.76
sequential: 0.875 / 6.17 / 5.29
Power is estimated from default activity; no workload was simulated.
